===== run.sh =====
#!/bin/bash
# OpenROAD 26Q1-2900-gdf79404cd8, Yosys 0.63+post, stock flow scripts
make -C /OpenROAD-flow-scripts/flow DESIGN_CONFIG=/design/flow/config.mk WORK_HOME=/design/flow/orfs finish

===== config.mk =====
export PLATFORM = sky130hd
export DESIGN_NAME = project
export DESIGN_NICKNAME = project
export VERILOG_FILES = /design/flow/design.v
export SDC_FILE = /design/flow/constraint.sdc
export NUM_CORES = 4
export LEC_CHECK = 1
export CORE_UTILIZATION = 40

===== constraint.sdc =====
current_design project

set clk_period 7.5
set clk_io_pct 0.2

create_clock -name clk0 -period $clk_period [get_ports {CLOCK_50}]

set non_clock_inputs [all_inputs -no_clocks]
set_input_delay [expr $clk_period * $clk_io_pct] -clock clk0 $non_clock_inputs
set_output_delay [expr $clk_period * $clk_io_pct] -clock clk0 [all_outputs]

===== design.v =====
`timescale 1ns / 1ns
module project(SW, HEX0, HEX1, CLOCK_50, GPIO, LEDR);
	input [17:0] SW;
	input CLOCK_50;
   	output [20:0] GPIO;
	output [6:0] HEX0;
	output [6:0] HEX1;	
	output [17:0] LEDR;	
	reg [27:0] lim; 
	always@(*)
	begin
		case(SW[5:0])
		6'b000001: lim = 28'd106249999; 
		6'b000010: lim = 28'd112499999; 
		6'b000011: lim = 28'd118749999; 
		6'b000100: lim = 28'd124999999; 
		6'b000101: lim = 28'd131249999; 
		6'b000110: lim = 28'd137499999; 
		6'b000111: lim = 28'd143749999; 
		6'b001000: lim = 28'd149999999; 
		6'b001001: lim = 28'd156249999; 
		6'b010000: lim = 28'd162499999; 
		6'b010001: lim = 28'd168749999; 
		6'b010010: lim = 28'd174999999; 
		6'b010011: lim = 28'd181249998; 
		6'b010100: lim = 28'd187499998; 
		6'b010101: lim = 28'd193749998; 
		6'b010110: lim = 28'd199999998; 
		6'b010111: lim = 28'd206249998; 
		6'b011000: lim = 28'd212499998; 
		6'b011001: lim = 28'd218749998; 
		6'b100000: lim = 28'd224999998; 
		6'b100001: lim = 28'd231249998; 
		6'b100010: lim = 28'd237499998; 
		6'b100011: lim = 28'd243749998; 
		6'b100100: lim = 28'd249999998; 
		default lim = 28'd000000000;
		endcase
	end
	SevenSegmentDecoder ssd(.in(SW[3:0]),
				.out(HEX0[6:0]));
	SevenSegmentDecoder ssd1(.in({2'b00,SW[5:4]}),
				 .out(HEX1[6:0]));
	LED_PWM ldred(.clk(CLOCK_50),
		      .PWM_input({SW[17],SW[13:11]}),
		      .LED(GPIO[1]));
	LED_PWM ldblue(.clk(CLOCK_50),
		       .PWM_input(SW[17:14]),
		       .LED(GPIO[0]));
	stay_on s1(.lim(lim),
		  .CLOCK_50(CLOCK_50),
		  .cout(GPIO[2]),
		  .reset(SW[7]),
		  .stay_on(28'd99999999)); 
endmodule
module stay_on(lim, CLOCK_50, cout, reset, stay_on);
	input [27:0]lim;
	input [27:0] stay_on;
	input [0:0]reset;
	input CLOCK_50;
	output cout;
	reg [27:0]count;
	always@(posedge CLOCK_50)
	begin 
		if (reset == 1'b0)
			count <= lim;
		else
			begin
				if (count == 0)
					count <= lim;
				else
					count <= count - 1'b1;
			end
	end
	assign cout = ((count < stay_on) && !(lim == 28'd000000000)) ? 1'b0 : 1'b1;
endmodule
module SevenSegmentDecoder(in, out);
	input[7:0]in;
	output reg [6:0]out;
	always @*
		case(in)
			8'b0000 : out = ~7'b0111111;  
			8'b0001 : out = ~7'b0000110;  
			8'b0010 : out = ~7'b1011011;  
			8'b0011 : out = ~7'b1001111;  
			8'b0100 : out = ~7'b1100110;  
			8'b0101 : out = ~7'b1101101;  
			8'b0110 : out = ~7'b1111101;  
			8'b0111 : out = ~7'b0000111;  
			8'b1000 : out = ~7'b1111111;  
			8'b1001 : out = ~7'b1101111;  
		endcase
endmodule 
module LED_PWM(clk, PWM_input, LED);
	input clk;
	input [3:0] PWM_input;
	output LED;
	reg [4:0] PWM;
	always @(posedge clk) PWM <= PWM[3:0]+PWM_input;
	assign LED = PWM[4];
endmodule 

==> CHANGELOG.md <==
## Implementation

- WP data arrival: 5.02 ns
- Ys flops: around 50
- Clock Tree Root: clkbuf_8
- H-tree depth: 2
- Crit start category: primary input
- Placed instance count: 600
- Ys flop type: dfxtp_1
- Critical path type: primary input to output pin
- Peak VDD IR: just under 70 uV
- Tcrit/Tclk final: between 80% and 90%
- Setup-failing EPs final: 0
- Post-synthesis cell count: ~470
- DRT antenna net count: 0
- Unrepaired setup endpoints after global routing: false
- Fin area: approximately 4000 um2
- Post-CTS Setup Repair Bufs: 0
- Area contributors post-synth: dfxtp_1 (21%), buf_4 (8.4%), ha_1 (6.5%)
- DR DRC count: 4
- CTS resizes: 0
- Synth area leader: dfxtp_1
- Pleak: 1.66 nW
- PnR Total Power: between 0.6 and 0.7 mW
- Global-route usage over all layers: approximately 20%
- CTS Buf Count: 5
- Core Util, Final: around 46%
- Global-route wire length before repair: around 15000 um
- Layout cells sized above 1: 7.40%
- CTS tree: yes
- Mean post-synth cell area: approximately 7.8 um2
- Clk latency of the worst-skew pair: approximately 0.28 ns
- Yosys warnings: 42
- Tool warning count: 38
- Final WL: around 9300 um
- DR vias/cell: 5.38
- Setup TNS Final: 0 ns
- Hold buffers post-CTS: 0
- Hpwl dp: roughly 7000 um
- Final clock skew: ~0.0023 ns
- Largest net degree at the start of global routing: 28
- Placer Congestion: a little over 0.9
- Floorplan utilization: 41.7%
- Vias in the first global route: just under 3000
- Worst Path Max Fanout: 11
- Endpoints left unconstrained: 19
- Routed len/inst: between 15 and 20 um
- Core ar.: ~8800 um2
- Placed instance area: 3940 um2
- Pwr/cell area: about 170 nW/um2
- Max-cap viol count: 0
- Failing checks: design-rule violations
- Worst Tran Pin Value: between 0.6 and 0.7 ns
- Die H: ~100 um
- Ys cells: about 470
- Area leader share: 20.7%
- Fin cells: 608
- Max-slew violations: 0
- Post-synth ARST share: 0%
- Drt first pass iters: 46
- Clk buf depth: 2
- Status: finished, violations left
- Register pins left without a clock: 12
- YS chip area: around 3700 um2
- Ports: 72
- Clk slew on worst S/H paths: ~0.070 ns
- Post-synth EDFFs: 0
- Cell Rows: 34
- Fmax: 153 MHz
- Synthesized cell area: 3670 um2
- Die Wd: ~100 um
- Via count: between 3000 and 4000
- Inserted Diodes: 0
- Synth cell types: between 60 and 70
- Port Buffers: 30
- Crit path time final: 6.52 ns
- Endpoints failing hold: 0
- Req. time, crit path: about 6.0 ns
- Slew headroom: a little under three fifths
- Hold Crit Class: flop to flop
- Initial antenna violation count: 0
- Grt ovf: 0
- Initial DRC Count: between 150 and 200
- Critical Path End Type: output pin
- Full die area: 9560 um2
- Area grow syn2layout: 9.82%
==> metrics by stage <==
stage | hold slack, ns | worst slack (ns)
after floorplan | 0.420 | 2.14
after global placement | 0.427 | 1.06
after detailed placement | 0.434 | 1.04
after CTS | 0.451 | 1.04
after global routing | 0.469 | 0.849
final | 0.445 | 0.979
==> placed cells by master (no fill, tap or decap), types with 15 or more instances in the layout <==
master / Yosys / final
o21ai_0: 18 / 18
dfxtp_1: 38 / 38
nor2_1: 43 / 43
clkdlybuf4s50_1: 0 / 30
inv_1: 21 / 21
nor3_1: 17 / 17
conb_1: 1 / 42
a21oi_1: 38 / 38
nand2_1: 20 / 20
ha_1: 19 / 19
xnor2_1: 15 / 15
==> synthesized netlist by cell type, drive strengths merged, types with 3 or more instances <==
master	number
buf	48
a21oi	44
nor2	43
dfxtp	38
inv	21
nand2	20
o21ai	20
ha	19
clkbuf	18
nor3	17
xnor2	15
nand2b	14
xor2	13
dlxtn	12
nand3	11
a31oi	10
or3	8
mux2i	7
nor4	7
nor2b	6
o211ai	6
a211oi	5
o22ai	5
or2	5
a221oi	4
nand3b	4
nand4	4
o31ai	4
or4	4
and2	3
nor4b	3
o31a	3
==> kinds of logic after synthesis <==
kind of cell | share of synthesized area [%]
multiplexers | 1.91
AND-OR/OR-AND | 22.4
XOR/XNOR | 6.68
buffers and inverters | 13.9
flip-flops | 20.7
AND/OR/NAND/NOR | 21.7
latches | 4.91
other | 0.102
adder cells (fa/ha/maj) | 7.57
==> layout make-up <==
type / instances / area, um2
multi-input cells: 375 / 2370
inverters: 23 / 86.3
repair buffers: 44 / 405
fillers: 875 / 4770
flip-flops and latches: 50 / 941
clock inverters: 1 / 5.00
well taps: 108 / 135
clock buffers: 7 / 86.3
==> per-layer routing <==
metal,track usage [%],routed length (um),part of all wire [%],vias up
met5,0,0,0,-
met4,4.08,174,1.9,0
met3,1.89,569,6.1,13
met2,31.3,4220,45,125
met1,30.8,4320,47,1479
li1,-,-,-,1654
==> sequential cells by signal, summed over array words and instances (netlist names) <==
signal	cells
ssd1.out	5
ldblue.PWM	5
ssd.out	7
s1.count	28
ldred.PWM	5
==> final timing paths <==
check | from | end | slack [ns] | cells past startpoint
worst max register to register | s1.count[19] | s1.count[27] | 4.61 | 7
worst min-delay path | ldred.PWM[0] | ldred.PWM[0] | 0.44 | 1
worst min register to register | ldred.PWM[0] | ldred.PWM[0] | 0.44 | 1
worst max-delay path | SW[0] | GPIO[2] | 0.98 | 10
==> critical path, stage by stage <==
cell and delay (ns):
clkdlybuf4s50_1 0.72, inv_1 0.17, ha_1 0.37, nand3b_1 0.26
o211ai_1 0.12, a31oi_1 0.38, o2111ai_1 0.21, or4_1 0.55
o21ai_0 0.24, clkdlybuf4s50_1 0.50
==> where the power goes <==
group / switching [mW] / total (mW) / internal [mW]
registers: 0.0318 / 0.289 / 0.257
logic: 0.126 / 0.248 / 0.122
clock network: 0.0676 / 0.142 / 0.0741
total: 0.226 / 0.679 / 0.453
Power and IR drop assume default switching activity.
